<file path="./constraint.sdc">
current_design password_wraper

set clk_period 2.8
set clk_io_pct 0.2

create_clock -name clk0 -period $clk_period [get_ports {MAX10_CLK1_50}]

set non_clock_inputs [all_inputs -no_clocks]
set_input_delay [expr $clk_period * $clk_io_pct] -clock clk0 $non_clock_inputs
set_output_delay [expr $clk_period * $clk_io_pct] -clock clk0 [all_outputs]
</file>
<file path="./config.mk">
export PLATFORM = sky130hd
export DESIGN_NAME = password_wraper
export DESIGN_NICKNAME = password_wraper
export VERILOG_FILES = /design/flow/design.v
export SDC_FILE = /design/flow/constraint.sdc
export NUM_CORES = 4
export LEC_CHECK = 1
export CORE_AREA = 10 10 107 107
export DIE_AREA = 0 0 117 117
</file>
<file path="./run.sh">
#!/bin/bash
# OpenROAD 26Q1-2900-gdf79404cd8, Yosys 0.63+post, stock flow scripts
make -C /OpenROAD-flow-scripts/flow DESIGN_CONFIG=/design/flow/config.mk WORK_HOME=/design/flow/orfs finish
</file>
<file path="./design.v">
module clkdiv#(parameter CONST_N = 50000)(
	input clk, rst,
	output reg clk_div
	);
reg [ceillog2(CONST_N) - 1 : 0] count;
always @(posedge(clk), negedge(rst))
begin
	if(~rst)
		count <= 0;
	else if (count == CONST_N-1)
		count <= 0;
	else 
		count <= count + 1;
end
always @(posedge(clk), negedge(rst))
begin
	if(~rst)
		clk_div <= 0;
	else if (count == CONST_N -1)
		clk_div <= ~clk_div;
	else
		clk_div <= clk_div;
end
function integer ceillog2;
	input integer data;
	integer i, result;
	begin
		for (i=0; 2**i < data; i=i+1)
			result = i + 1;
		ceillog2 = result;
	end
endfunction
endmodule
module imprime (
    input clk, rst, 
    input [3:0] state,
    output reg [9:0] leds_out,
    output reg [0:6] seg0_out, seg1_out, seg2_out, seg3_out, seg4_out
);
parameter IDLE = 0;
parameter digit_2 = 1;
parameter digit_3 = 2;
parameter digit_4 = 3;
parameter done = 4;
parameter error = 5;
always @(state)
begin
    if (!rst) begin
        leds_out  <= 10'b1000000000;
        seg0_out  <= 7'b0000000;
        seg1_out  <= 7'b0000000;
        seg2_out  <= 7'b0000000;
        seg3_out  <= 7'b0000000;
        seg4_out  <= 7'b0000000;
    end else begin
        case (state)
            IDLE: begin
                leds_out  <= 10'b1000000000;
                seg0_out  <= 7'b0000000;
                seg1_out  <= 7'b0000000;
                seg2_out  <= 7'b0000000;
                seg3_out  <= 7'b0000000;
                seg4_out  <= 7'b0000000;
            end
            digit_2: begin
                leds_out  <= 10'b1100000000;
                seg0_out  <= 7'b1111111;
                seg1_out  <= 7'b0010010;
                seg2_out  <= 7'b1111111;
                seg3_out  <= 7'b1111111;
                seg4_out  <= 7'b1111111;
            end
            digit_3: begin
                leds_out  <= 10'b1110000000;
                seg0_out  <= 7'b1111111;
                seg1_out  <= 7'b0010010;
                seg2_out  <= 7'b0000001;
                seg3_out  <= 7'b1111111;
                seg4_out  <= 7'b1111111;
            end
            digit_4: begin
                leds_out  <= 10'b1111000000;
                seg0_out  <= 7'b1111111;
                seg1_out  <= 7'b0010010;
                seg2_out  <= 7'b0000001;
                seg3_out  <= 7'b1001111;
                seg4_out  <= 7'b1111111;
            end
            done: begin
                leds_out  <= 10'b1111100000;
                seg0_out  <= 7'b1111111;
                seg1_out  <= 7'b1000010;
                seg2_out  <= 7'b0000001;
                seg3_out  <= 7'b0001001;
                seg4_out  <= 7'b0110000;
            end
            error: begin
                leds_out  <= 10'b0000000000;
                seg0_out  <= 7'b0110000;
                seg1_out  <= 7'b1111010;
                seg2_out  <= 7'b1111010;
                seg3_out  <= 7'b1100010;
                seg4_out  <= 7'b1111010;
            end
            default: begin
                leds_out  <= 10'b0000000000;
                seg0_out  <= 7'b0000000;
                seg1_out  <= 7'b0000000;
                seg2_out  <= 7'b0000000;
                seg3_out  <= 7'b0000000;
                seg4_out  <= 7'b0000000;
            end
        endcase
    end
end
endmodule
module one_shot(
    input clk, button,
    output reg one_shot_button
);
    reg delay_button;
    always @(posedge clk)
        begin
            delay_button <= button;
            one_shot_button <= (delay_button ^ button) & button;
			end
	endmodule
module password (
    input clk, rst,
    input [9:0] Sw,
    output [9:0] leds_out,
    output [7:0] seg0_out, seg1_out, seg2_out, seg3_out, seg4_out
);
parameter IDLE = 0;
parameter digit_2 = 1;
parameter digit_3 = 2;
parameter digit_4 = 3;
parameter done = 4;
parameter error = 5;
reg [3:0] state;
wire clk_1KHz;
clkdiv #(50000) clk_div_1KHz (
    .clk(clk),
    .rst(rst),
    .clk_div(clk_1KHz)
);
wire [9:0] senal_one_shot;
one_shot one_shot_0 (clk_1KHz, Sw[0], senal_one_shot[0]);
one_shot one_shot_1 (clk_1KHz, Sw[1], senal_one_shot[1]);
one_shot one_shot_2 (clk_1KHz, Sw[2], senal_one_shot[2]);
one_shot one_shot_3 (clk_1KHz, Sw[3], senal_one_shot[3]);
one_shot one_shot_4 (clk_1KHz, Sw[4], senal_one_shot[4]);
one_shot one_shot_5 (clk_1KHz, Sw[5], senal_one_shot[5]);
one_shot one_shot_6 (clk_1KHz, Sw[6], senal_one_shot[6]);
one_shot one_shot_7 (clk_1KHz, Sw[7], senal_one_shot[7]);
one_shot one_shot_8 (clk_1KHz, Sw[8], senal_one_shot[8]);
one_shot one_shot_9 (clk_1KHz, Sw[9], senal_one_shot[9]);
wire [3:0] status_out;
verificador verificador_0 (rst, clk_1KHz, senal_one_shot, status_out);
imprime imprime_0 (clk_1KHz, rst, status_out, leds_out, seg0_out, seg1_out, seg2_out, seg3_out, seg4_out);
endmodule
module password_wraper (
    input MAX10_CLK1_50,
    input [1:0] KEY,
    input [9:0] SW,
    output [9:0] LEDR,
    output [0:7] HEX4, HEX3, HEX2, HEX1, HEX0
);
password password_0 (
    .clk(MAX10_CLK1_50),
    .rst(KEY[0]),
    .Sw(SW),
    .leds_out(LEDR),
    .seg0_out(HEX4[0:6]),
    .seg1_out(HEX3[0:6]),
    .seg2_out(HEX2[0:6]),
    .seg3_out(HEX1[0:6]),
    .seg4_out(HEX0[0:6])
);
endmodule
module verificador (
    input rst, clk, 
    input [9:0] Sw,
    output reg [3:0] status_out
);
parameter IDLE = 0;
parameter digit_2 = 1;
parameter digit_3 = 2;
parameter digit_4 = 3;
parameter done = 4;
parameter error = 5;
reg [3:0] state;
reg [3:0] state_next;
always @(posedge clk or negedge rst)
begin
    if (!rst)
        state <= IDLE;
    else
        state <= state_next;
end
always @(*) begin
    state_next = state;
    case (state)
        IDLE:
            if (Sw == 10'b0000000100)   
                state_next = digit_2;
            else if (Sw != 0)
                state_next = error;
        digit_2:
            if (Sw == 10'b0000000001)   
                state_next = digit_3;
            else if (Sw != 0)
                state_next = error;
        digit_3:
            if (Sw == 10'b0000000010)   
                state_next = digit_4;
            else if (Sw != 0)
                state_next = error;
        digit_4:
            if (Sw == 10'b0001000000)   
                state_next = done;
            else if (Sw != 0)
                state_next = error;
        done:
            state_next = done;
        error:
            state_next = error;
    endcase
end
always @(state)
begin
    status_out = state;
end
endmodule
</file>
==> out/metrics.yaml <==
syn_area_um2: 1934
area_leaders: "dfrtp_1 (28%), dfxtp_1 (21%), buf_4 (12%)"
min_period_ns: 2.676
critPathMaxFanout: 15
die_h_um: 117
wl_per_cell_um: 10.94
skew_ns: 0.004822
drc: 0
top_regs: "password_0.clk_div_1KHz.count: 16 flops, password_0.verificador_0.state: 6 flops"
yosys_warnings: 19
slew_headroom_pct: 53.13
grt_pass1_wl_um: 5927
hold_path_class: "reg -> reg"
comb_power_share_pct: 7.5
postSynthCellCount: 192
die_area_um2: 13690
h-tree-depth: 1
grt_setup_unrepaired: "no"
end_kind: "output port"
worstSetupPathType: "in -> out"
top_register: "password_0.clk_div_1KHz.count"
timing.hold.ws_ns: 0.4955
vias: 1315
reg2reg_depth: 4
pwr-share-clk_pct: 38.8
drt_first_pass_iters: 5
status: "completed"
numSynthFlops: 43
grt_max_degree: 28
ctsHoldBuffers: 0
tns_ns: 0
yosys_area_um2: 1934
sw_frac_of_total_pct: 20.19
coreArea_um2: 9196
antenna_cells: 0
holdPathStages: 1
unclocked_regs: 26
maxSlewViolCount: 0
grt_pass1_vias: 1279
untimed_endpoints: 26
pwr-share-seq_pct: 53.7
switchingPower_uw: 92.77
cp.arrival_ns: 2.12
synth_area_per_cell_um2: 10.07
fp.dieW_um: 117
final_util_pct: 26.61
fillers: 964
clk_pin_slew_ns: 0.07
port_buffers: 49
largest_reg_flops: 16
synthToLayoutAreaGrowth_pct: 26.52
grt-ovfl-total: 0
min_period_over_period_pct: 95.58
setup_viol: 0
intPower_uw: 366.8
tightest_slew_ns: 0.7030
cts_made_buffers: 3
hpwl_um: 3004
maxCapViolCount: 0
dp.cells: 332
finalWirelength_um: 3675
stdcell_count: 336
powerDensity_nw_per_um2: 187.8
grt_use_total_pct: 5.168
synth-edff-count: 0
ys_cells: 192
hold_violations: 0
layout-drive-gt1-share_pct: 7.556
cts_buffer_depth: 2
leakage_nw: 1.074
io_pins: 63
clk_latency_ns: 0.25
floorplan.core_util_pct: 21.03
synth_top_area_share_pct: 28.46
antenna_found_initial: 0
ir_worst_vdd_v: 0.0001097
ant_nets: 0
vias_per_cell: 3.914
ys_types: 39
gp_congestion: 0.7735
yosys.area.top_type: "dfrtp_1"
crit_path_start_kind: "input pin"
cts_tree: "done"
synthArstFlopShare_pct: 53.49
worstPathRequired_ns: 2.24
rows: 35
fmax_ghz: 0.3737
warnings: 26
cts-root-buf: "clkbuf_8"
ff_type: "dfrtp_1"
ys_seq_share_pct: 50.52
drtIter0Drc: 28
==> through the flow <==
step / worst slack, ns / instance area [um2] / total power [mW]
floorplan: 1.059 / 1976 / 0.2671
global placement: 0.08763 / 2394 / 0.2873
detailed placement: 0.07173 / 2394 / 0.2875
CTS: 0.06499 / 2440 / 0.4673
global route: 0.03635 / 2447 / 0.4839
finish: 0.1239 / 2447 / 0.4596
==> logic make-up after synthesis <==
logic type                 Yosys count  synth area share, %
AOI/OAI and AO/OA                   13                5.628
buffers and inverters               44                14.88
other                                1               0.1939
adders and majority gates            1               0.6467
xor gates and xnor gates            15                6.792
DFF                                 43                50.52
and+or+nand+nor                     75                21.35
==> repair_timing <==
item                                    4_1_cts  5_1_grt
endpoints found under the setup margin        0       10
setup buffers                                 0        0
gates resized                                 0        2
==> final timing paths <==
path	from	endpoint	slack (ns)
worst max-delay path	KEY[0]	HEX2[0]	0.12
worst min-delay path	password_0.clk_div_1KHz.count[0]	password_0.clk_div_1KHz.count[0]	0.50
worst max register to register	password_0.clk_div_1KHz.count[0]	password_0.clk_div_1KHz.clk_div	1.09
worst min register to register	password_0.clk_div_1KHz.count[0]	password_0.clk_div_1KHz.count[0]	0.50
max in group asynchronous	KEY[0]	password_0.clk_div_1KHz.count[15]	1.76
min in group asynchronous	KEY[0]	password_0.clk_div_1KHz.count[6]	0.85
==> cells in the mapped netlist, drive strengths merged, types with 2 or more instances <==
cell type	count
or3	2
o41ai	3
xnor2	8
nor3	6
o21ai	3
nor2	14
nor4	5
xor2	7
buf	34
and2	3
or4	3
inv	9
or2	4
nand4	3
nand3	8
nor4b	2
dfxtp	20
o31a	2
nand2	11
nor2b	11
dfrtp	22
==> per-layer routing <==
metal,global-route usage (%),routed length (um)
met2,8.324,1631
met4,0.5766,33
met1,7.206,1689
met3,1.187,321
met5,0,0
==> power groups by stage <==
stage	Combinational (mW)	Sequential (mW)	Clock, mW
6_report	0.0344	0.247	0.178
4_1_cts	0.0362	0.247	0.184
5_1_grt	0.0395	0.247	0.198
==> cell type report <==
class                           instances  area [um2]  share of cell area, %
Sequential cell                        43       977.2                  39.93
Multi-Input combinational cell        116       718.2                  29.35
Timing Repair Buffer                   53       533.0                  21.78
Tap cell                              111       138.9                  5.675
Clock buffer                            3       41.29                  1.687
Inverter                                9       33.78                  1.380
Clock inverter                          1       5.005                 0.2045
==> worst max-delay path: stages <==
cell,delay (ns)
clkdlybuf4s50_1,0.45
buf_12,0.17
nand2_1,0.07
inv_1,0.08
or2_2,0.35
clkdlybuf4s50_1,0.43
==> layout by cell type (no fill, tap or decap), types with 3 or more instances in the layout <==
cell             netlist  routed
dfrtp_1               22      22
and2_1                 3       3
buf_4                 32       3
xnor2_1                8       8
conb_1                 1      12
nand4_1                3       3
nor2b_1               11      11
nand3_1                8       8
nand2_1               11      11
nor2_1                14      14
inv_1                  9       9
clkbuf_8               0       3
or2_2                  3       3
xor2_1                 7       7
nor4_1                 4       4
nor3_1                 6       6
dfxtp_1               20      20
clkdlybuf4s50_1        0      49
Power is estimated from default activity; no workload was simulated.
